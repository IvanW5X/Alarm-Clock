## flow/run.sh

```bash
#!/bin/bash
# OpenROAD 26Q1-2900-gdf79404cd8, Yosys 0.63+post, stock flow scripts
make -C /OpenROAD-flow-scripts/flow DESIGN_CONFIG=/design/flow/config.mk WORK_HOME=/design/flow/orfs finish
```

## flow/config.mk

```make
export PLATFORM = sky130hd
export DESIGN_NAME = comparator_2
export DESIGN_NICKNAME = comparator_2
export VERILOG_FILES = /design/flow/design.v
export SDC_FILE = /design/flow/constraint.sdc
export NUM_CORES = 4
export LEC_CHECK = 1
export CORE_AREA = 10 10 70 70
export DIE_AREA = 0 0 80 80
```

## flow/constraint.sdc

```tcl
current_design comparator_2

set clk_period 3.3
set clk_io_pct 0.2

create_clock -name clk0 -period $clk_period

set non_clock_inputs [all_inputs -no_clocks]
set_input_delay [expr $clk_period * $clk_io_pct] -clock clk0 $non_clock_inputs
set_output_delay [expr $clk_period * $clk_io_pct] -clock clk0 [all_outputs]
```

## flow/design.v

```verilog
module comparator_2 #(parameter N = 8)
							(input logic [N-1:0] a, b,
							 output logic eq, neq, lt, lte, gt, gte);
	assign eq = (a == b);
	assign neq = (a != b);
	assign lt = (a < b);
	assign lte = (a <= b);
	assign gt = (a > b);
	assign gte = (a >= b);
endmodule
```

==> deck_impl_summary.md <==
Physical Implementation Snapshot

Final layout
  • FF/Latch Area: 0 um^2
  • Clkbuf count: 0
  • Registers: 0
  • Fin util: 15.2%
  • Layout area overhead: 115%
  • Layout cells sized above 1: 7.27%

Drt
  • Via/cell ratio: 2.82
  • Pre-Repair DR Iteration Count: 2
  • Initial DRC count: 3
  • Routed Antenna Nets: 0
  • Drt drc: 0
  • Final wirelength: 840 um
  • WL per Instance: 8.32 um
  • Vias post-DR: 285
  • Diodes inserted: 0

Logic synthesis
  • Warnings, synthesis: 0
  • Top-area cell type share of the netlist area: 41.5%
  • Ys cells: 33
  • Synth Cell Area: 241 um^2
  • Mapped Cells: 33
  • Synth unique cells: 15
  • Top cells by area: ha_1 (41%), inv_1 (14%), a21oi_1 (6.2%)
  • Syn Area/Cell: 7.32 um^2
  • Yosys chip area: 241 um^2
  • Synth Seq Share: 0%
  • Cell taking the most area after synthesis: ha_1

Floorplan
  • Die Ht: 80 um
  • Die Area: 0.00640 mm^2
  • Row count: 21
  • Die X: 80 um
  • Starting Density: 7.07%
  • Ports: 22
  • Core area: 0.00342 mm^2

Timing
  • Unrepaired setup endpoints after global routing: false
  • Fin. Hold Viols: 0
  • Clock period minus worst slack: 3120 ps
  • Cycle use final: 94.6%
  • Final setup violation count: 0
  • Max Slew Vio Count: 0
  • Tightest Pin Transition: 288 ps
  • FMAX: 320 MHz
  • Slew headroom: 80.6%
  • Final TNS setup: 0 ps

Global route
  • Vias in the first global route: 293
  • Grt total ovfl: 0
  • Largest net degree at the start of global routing: 5
  • First-pass GRT wire length: 1.32 mm
  • Total Routing Usage GR: 2.59%
  • Initial antenna violation count: 0

Worst setup path
  • CP cell instances: clkdlybuf4s50_1 -> inv_1 -> ha_1 -> nand4_2 -> or2_4 -> o21ai_1 -> clkdlybuf4s50_1
  • Critical Path Max Stage Delay: 490 ps
  • Crit path arrival time: 2460 ps
  • Most used cell, CP: clkdlybuf4s50_1
  • Crit Path Max Fanout: 4
  • Startpoint Class: input pin
  • Critical-path top delay cell: clkdlybuf4s50_1
  • Crit Path Class: in2out
  • CP Data Required Time: 2640 ps
  • Worst Setup End Kind: primary output

Clocking
  • Hold Buf Count CTS: 0
  • Post_cts resized: 0
  • Setup Buffers After CTS: 0

Hold path
  • Hold crit path type: in2out

Place
  • RD Place Congestion: 0.629
  • Port Buffers: 22
  • Final HPWL DP: 825 um

Flow run
  • Tool warnings: 32
  • Max_cap viols: 0

Status
  • Status: complete, no violations

Pwr
  • Power per standard cell area: 115 mW/mm^2
  • Pleak: 0.234 nW
  • Max VDD drop: 0.0325 mV
[final cells by class]
cell class	instances	area [um^2]
fill	408	2900
inverter	9	33.8
multi-input combinational	24	208
tap	46	57.6
timing repair buffer	22	220
[kinds of logic after synthesis]
kind of cell	after synthesis	synth area share, %
compound gates	9	24.9
buf+inv	9	14.0
fa+ha+maj	8	41.5
simple gates	7	19.7
[synth_stat cells]
cell type	n
nand4_2	1
or2_1	1
o21a_1	1
o211ai_2	1
or2_4	1
a21oi_2	1
ha_1	8
nand2_1	1
inv_1	9
nor2b_1	1
a31oi_1	1
a21oi_1	3
nand4_1	1
o21ai_1	2
nor2_1	1
[placed cells by master, fill, tap and decap left out, types with 2 or more instances in the layout]
cell and instances:
o21ai_1 2, inv_1 9, clkdlybuf4s50_1 22, ha_1 8, a21oi_1 3
[critical path, delay by kind of cell]
family          cells  cell delay, ps
simple gates        2             440
fa+ha+maj           1             310
buf+inv             3             980
compound gates      1              70
[where the power goes]
part	total, mW	switching (mW)	internal [mW]
clock	0	0	0
combinational	0.0599	0.0200	0.0399
sequential	0	0	0
total	0.0599	0.0200	0.0399
[through the flow]
| step | worst slack [ps] | hold slack [ps] | cell area (um^2) | power (mW) | cells |
|---|---|---|---|---|---|
| 2_1_floorplan | 1140 | 1630 | 241 | 0.0240 | 33 |
| 3_3_place_gp | 152 | 2600 | 519 | 0.0606 | 101 |
| 3_5_place_dp | 134 | 2600 | 519 | 0.0619 | 101 |
| 4_1_cts | 134 | 2600 | 519 | 0.0621 | 101 |
| 5_1_grt | 46.7 | 2670 | 519 | 0.0679 | 101 |
| 6_report | 179 | 2580 | 519 | 0.0599 | 101 |
[per-layer routing]
metal	vias up	routed length [um]	GRT usage, %
met5	-	0	0
met4	0	0	0
met3	0	83	0.795
met2	11	444	5.22
met1	117	311	2.64
li1	157	-	-
[path summary, 6_finish.rpt]
kind	startpoint	to	slack, ps	cells past startpoint
max	b[7]	lte	180	7
min	b[7]	lt	2580	7
No activity file was given, so power comes from the tool's default toggle rates.
