$ cat /design/flow/design.v
module frequency #(parameter BITS = 26,
						 parameter DIVISOR = 100000)
						(input logic [BITS-1:0] count,
						 output logic freq);
	assign freq = (count % DIVISOR == 0) ? 1 : 0;
endmodule
$ cat /design/flow/run.sh
#!/bin/bash
# OpenROAD 26Q1-2900-gdf79404cd8, Yosys 0.63+post, stock flow scripts
make -C /OpenROAD-flow-scripts/flow DESIGN_CONFIG=/design/flow/config.mk WORK_HOME=/design/flow/orfs finish
$ cat /design/flow/config.mk
export PLATFORM = sky130hd
export DESIGN_NAME = frequency
export DESIGN_NICKNAME = frequency
export VERILOG_FILES = /design/flow/design.v
export SDC_FILE = /design/flow/constraint.sdc
export NUM_CORES = 4
export LEC_CHECK = 1
export CORE_UTILIZATION = 40
$ cat /design/flow/constraint.sdc
current_design frequency

set clk_period 24.7
set clk_io_pct 0.2

create_clock -name clk0 -period $clk_period

set non_clock_inputs [all_inputs -no_clocks]
set_input_delay [expr $clk_period * $clk_io_pct] -clock clk0 $non_clock_inputs
set_output_delay [expr $clk_period * $clk_io_pct] -clock clk0 [all_outputs]
==> reports/metrics.cfg <==
[outcome]
status=finished, final reports clean

[final_timing]
min_period_ps=21730
fmax_ghz=0.0460
hold_viol=0
rsz0062_at_grt=no
setup_viol=0
worst_slew_pin_slew_ps=954
hold_slack_ps=11090
fin_crit_sh_pct=88.0
max-slew-margin-rel_pct=36.4
drv_slew=0
tns_ps=0
worst_slack_ps=2970

[worst_setup_path]
path_common_cell=or3_1
start_kind=primary input
crit_fanout=18
slowest_stage=clkdlybuf4s50_1
cp-end-kind=output pin
slowest_delay_ps=770
worstPathArrival_ps=16790
cp.required_ps=19760
worstSetupPathType=in2out

[clocking]
cts_resized=0
post_cts_buffers=0
cts-hold-fix-buffers=0

[placed_design]
dp.cells=993
pre_cts_slack_ps=3220
dpl.hpwl_um=13400
place_area_um2=5870
numPortBuffers=27
gp_congestion=0.984

[synthesis]
ys_sh_xor_pct=10.5
synth_area_um2=5520
aoi_share_pct=47.5
common_cells=nand2_1 (97), nor2_1 (88), a21oi_1 (41)
synth_seq_share_pct=0
ys_area_um2=5520
synth_dominant_cell_count=nand2_1
syn_inst=824
top_logic_kind=AND-OR/OR-AND gates
synth-simple-area-share_pct=31.0
adder_share_pct=1.09
yosysUniqueCellTypes=104
largest_area_cell=nand2_1
ys_cells=824
top_cell_area_share_pct=6.60
area_leaders=nand2_1 (6.6%), nor2_1 (6.0%), xnor2_1 (5.9%)
yosys_warnings=0
syn_avg_cell_area_um2=6.69
synthMuxAreaShare_pct=5.15

[hold_path]
hold_end=freq
min_path_cells=5
min_from=count[5]
hold_path.class=in2out

[flow_run]
tool_warnings=32
drv_cap=0

[global_routing]
top_usage_layer=met1
met3_usage_pct=1.27
overflow=0
grt_util_met1_pct=37.6
gr-usage-met2_pct=34.6
grtUsageTotal_pct=23.3
grt_pass1_vias=5428
grt_max_degree=22
grt_pass1_wl_um=27500
antenna_found_initial=0

[route]
num_vias=6355
wl_um=16700
drcViolationCount=0
n_antenna_cell=0
wl_per_cell_um=16.8
ant_nets=0
viasPerCell=6.40
dr.pass1.iters=7
drtIter0Drc=551

[final_layout]
post-route-util_pct=44.0
syn2layout_area_growth_pct=6.42
layout-drive-gt1-share_pct=10.3
postLayoutCellArea_um2=5870
clkbuf_count=0
seq_area_um2=0
layout.cells.non_filler=993
design.seq.count=0

[floorplanning]
core_um2=13300
boundaryPins=27
rows=42
dieArea_um2=14300
die_width_um=119
die_y_um=119
fp_util_pct=41.3

[layout make-up]
class	instances	area (um2)
Inverter	16	60.1
Fill cell	1425	7480
Timing Repair Buffer	35	330
Multi-Input combinational cell	766	5260
Tap cell	176	220
[critical path, delay by kind of cell]
family / cells / cell delay [ps]
AOI/OAI and AO/OA: 19 / 6130
buffers and inverters: 2 / 1260
muxes: 1 / 300
and+or+nand+nor: 14 / 4130
[logic make-up after synthesis]
logic type,Yosys count
fa+ha+maj,6
simple gates,343
mux,26
compound gates,331
xor+xnor,60
buf+inv,58
[worst max-delay path by stage]
| stage | end | slack, ps | start | cells after the start |
|---|---|---|---|---|
| after global routing | freq | 2140 | count[16] | 36 |
| after CTS | freq | 3190 | count[9] | 36 |
| final | freq | 2970 | count[9] | 36 |
[placed cells by master (no fill, tap or decap), types with 8 or more instances in the layout]
master,netlist,layout
a31oi_1,21,21
nor4_1,8,8
o2111ai_1,8,8
mux2i_1,19,19
inv_1,15,15
o211ai_1,21,21
o21ai_0,38,38
a211o_1,11,11
buf_4,3,8
o211a_1,10,10
a21o_1,11,11
or3_1,18,18
nand3_1,26,26
nand4_1,11,11
xor2_1,17,17
o22ai_1,10,10
clkdlybuf4s50_1,0,27
a211oi_1,16,16
xnor2_1,37,37
nor2_1,88,88
o21ai_1,8,8
a21oi_1,41,41
and2_1,19,19
nand2_1,97,97
and3_1,9,9
nor3_1,23,23
[layer usage]
layer | part of all wire, % | vias to the layer above
met5 | 0 | -
met4 | 1.0 | 0
met3 | 5.5 | 20
met2 | 42 | 200
met1 | 51 | 2908
li1 | - | 3227
